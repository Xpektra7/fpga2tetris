$ cat flow/run.sh
#!/bin/bash
# OpenROAD 26Q1-2900-gdf79404cd8, Yosys 0.63+post, stock flow scripts
make -C /OpenROAD-flow-scripts/flow DESIGN_CONFIG=/design/flow/config.mk WORK_HOME=/design/flow/orfs finish
$ cat flow/config.mk
export PLATFORM = sky130hd
export DESIGN_NAME = RAM256
export DESIGN_NICKNAME = RAM256
export VERILOG_FILES = /design/flow/design.v
export SDC_FILE = /design/flow/constraint.sdc
export NUM_CORES = 4
export LEC_CHECK = 1
export CORE_UTILIZATION = 40
export SYNTH_HDL_FRONTEND = slang
$ cat flow/constraint.sdc
current_design RAM256

set clk_period 33.8
set clk_io_pct 0.2

create_clock -name clk0 -period $clk_period [get_ports {clk}]

set non_clock_inputs [all_inputs -no_clocks]
set_input_delay [expr $clk_period * $clk_io_pct] -clock clk0 $non_clock_inputs
set_output_delay [expr $clk_period * $clk_io_pct] -clock clk0 [all_outputs]
$ cat flow/design.v
`default_nettype none
module RAM256(
	input clk,
	input [7:0] address,
	input [15:0] in,
	input load,
	output [15:0] out
);
	reg [15:0] regRAM [0:255]; 
	always @(posedge clk)
		if (load) regRAM[address[7:0]] <= in;
	assign out = regRAM[address[7:0]];
endmodule
==> CHANGELOG.md <==
### Physical design

* Max-area cell share at 79.3%
* Mapped Area at 155000 µm²
* Post-synth top cells: edfxtp_1 (4096), mux4_2 (1024), a22oi_1 (512), a21oi_1 (256), clkbuf_1 (249)
* Pre-antenna DRT Iters at 5
* Status: completed
* Area delta synth->final at 14.5%
* RePlAce Congestion at 0.872
* Setup_tns at 0 ns
* XOR Share, Synth at 0%
* Max Slew Vio Count at 0
* Hold path start: in[3]
* DRT iter0 DRCs at 4969
* Final setup viols at 0
* Yosys aoi share at 3.67%
* Synth flops at 4096
* YS chip area at 155000 µm²
* Mux frac, synth at 14.9%
* Worst-path clk slew at 0.06 ns
* CTS Buf Count at 411
* Cells after Synth at 6711
* CTS Buffer Depth at 4
* Drt drc at 0
* Worst slack at placement at 12.61 ns
* Static Leakage at 54.2 nW
* Worst path top cell family by delay: buffers and inverters
* Fin crit period at 20.98 ns
* Cell count listed in synth_stat.txt at 6711
* Final period util at 62.1%
* Logic family by area: multiplexers
* Tool warnings at 29
* Final Hold Violating Endpoints at 0
* Row Count at 228
* Synth area leaders: edfxtp_1 (79%), mux4_2 (15%), a22oi_1 (2.5%)
* Hold/Removal Path Class: input port to flip-flop
* Min-Delay Path Depth at 1
* Tot GR Track Use at 22.9%
* Initial antenna violation count at 14
* Remaining antenna violation count at 0
* First-pass GRT wire length at 575000 µm
* Max-capacitance violation count at 0
* Fraction of layout cells with a size suffix above 1 at 28.9%
* Fin util at 46.0%
* Seq share, synth at 79.3%
* Adder Area Share at 0%
* IO buf count at 41
* GRT overflow at 0
* Warning count from the yosys run at 0
* Die Wd at 625 µm
* Average size of a mapped cell at 23.1 µm²
* Buffers & Inverters on Critical Path at 8
* Vias in the first global route at 81044
* Via-per-instance ratio at 5.71
* Worst Path Required at 27.04 ns
* Critical path data arrival time at 14.22 ns
* FFs w/ async S/R, synth at 0%
* Drt wl/cell at 31.5 µm
* Dominant flop cell: edfxtp_1
* Largest net degree at the start of global routing at 124
* Total routed wirelength at 401000 µm
* Crit Path Max Fanout at 61
* CTS sink cnt at 4096
* Maximum clock frequency at 47.7 MHz
* CTS tree: done
* Simple share at 0.909%
* Die Size at 390000 µm²
* Root Driver: clkbuf_16
* Core area at 386000 µm²
* Worst Tran Pin Value at 1.23 ns
* Post-CTS Setup Inserts at 0
* Crit-path cells: buf_16 > buf_4 > buf_4 > buf_4 > buf_4 > buf_4 > buf_4 > mux4_2 > a22oi_1 > a21oi_1 > o41ai_2 > nand4_1 > clkdlybuf4s50_1
* Vias at 72795
* Post-DP Area at 164000 µm²
* Post-synth EDFFs at 4096
* Die Ht at 625 µm
* Unrepaired setup endpoints after global routing: no
* Post_cts resized at 0
* Max stage delay on crit path at 0.95 ns
* # IOs at 42
* Worst Setup End Kind: output port
* PwrDens at 59.1 nW/µm²
* Area leader, netlist: edfxtp_1
* Post-CTS Hold Buffers at 0
* Dpl hpwl at 235000 µm
* Fillers at 31100
* Top-count cell post-synth: edfxtp_1
* H-Tree Depth at 5
* Max FFs per register at 4096
* Critical Path Slowest Stage Cell: o41ai_2
* Max VDD drop at 0.0423 mV
* Worst slew margin at 17.2%
* Crit path setup slack, layout at 12.82 ns
* Crit Path Category: input port to output port
* Setup crit start kind: input port
* Pre-Place Util at 40.2%
* Worst Hold Endpoint: regRAM[79][3]
* Most common cell on crit path: buf_4
* Post-Layout Inst Area at 178000 µm²
* Synth cell types at 21
-- per-stage QoR --
stage / hold WS, ns / instances / total power [mW]
final: 6.24 / 12748 / 10.5
after global routing: 6.23 / 12743 / 10.8
after CTS: 6.19 / 12738 / 10.6
after detailed placement: 7.20 / 11995 / 6.20
after global placement: 7.19 / 11995 / 6.19
after floorplan: 6.86 / 6711 / 5.95
-- per-layer routing --
metal,share of wire (%),GRT usage (%),vias to the layer above
met4,3.6,6.20,10
met1,30,26.0,37314
met5,0.062,0.580,-
met2,48,34.2,4775
li1,-,-,30081
met3,18,17.9,615
-- cell usage in the layout (no fill, tap or decap), drive strengths merged --
cell           instances
nor2b                  7
bufinv                34
and2                   3
or3                    1
a22oi                512
edfxtp              4096
nand2                 28
buf                  506
or2                    2
nand4                 16
clkinvlp              14
o41ai                 64
mux4                1024
diode                 10
a21oi                256
nor2                 232
nand2b                 6
nor3                  30
clkinv               183
nand3                 13
clkdlybuf4s50         23
clkbuf               502
inv                   11
-- where the power goes --
group,switching (mW),total [mW],leakage (nW),internal (mW)
logic,0.319,0.479,11.1,0.160
registers,0.00227,5.60,36.8,5.60
clock network,1.88,4.41,6.31,2.52
total,2.20,10.5,54.2,8.28
-- cell families after synthesis --
family / Yosys count
AOI/OAI and AO/OA: 832
buffers and inverters: 421
DFF: 4096
muxes: 1024
and+or+nand+nor: 338
-- final cells by class --
cell class                      instances  area [µm²]  share of cell area (%)
Clock inverter                        241        2190                    1.23
Tap cell                             5175        6470                    3.65
Timing Repair Buffer                  529        4240                    2.39
Clock buffer                          502       10800                    6.08
Sequential cell                      4096      123000                    69.3
Inverter                                1        3.75                 0.00211
Multi-Input combinational cell       2194       30800                    17.3
Antenna cell                           10        25.0                  0.0141
-- worst max path at each step --
stage / from / end / slack, ns / depth (start not counted)
after CTS: address[0] / out[6] / 12.59 / 13
after global routing: address[0] / out[15] / 12.37 / 13
final: address[0] / out[15] / 12.82 / 13
No activity file was given, so power comes from the tool's default toggle rates.
