**./config.mk**
```make
export PLATFORM = sky130hd
export DESIGN_NAME = RAM512
export DESIGN_NICKNAME = RAM512
export VERILOG_FILES = /design/flow/design.v
export SDC_FILE = /design/flow/constraint.sdc
export NUM_CORES = 4
export LEC_CHECK = 1
export CORE_UTILIZATION = 30
export SYNTH_HDL_FRONTEND = slang
export SYNTH_MEMORY_MAX_BITS = 65536
```
**./run.sh**
```bash
#!/bin/bash
# OpenROAD 26Q1-2900-gdf79404cd8, Yosys 0.63+post, stock flow scripts
make -C /OpenROAD-flow-scripts/flow DESIGN_CONFIG=/design/flow/config.mk WORK_HOME=/design/flow/orfs finish
```
**./design.v**
```verilog
`default_nettype none
module RAM512(
	input clk,
	input [8:0] address,
	input [15:0] in,
	input load,
	output [15:0] out
);
	reg [15:0] mem [0:511];
	assign out = mem[address];
	always @(posedge clk) begin
		if (load)
			mem[address] <= in;
	end
endmodule
```
**./constraint.sdc**
```tcl
current_design RAM512

set clk_period 38.1
set clk_io_pct 0.2

create_clock -name clk0 -period $clk_period [get_ports {clk}]

set non_clock_inputs [all_inputs -no_clocks]
set_input_delay [expr $clk_period * $clk_io_pct] -clock clk0 $non_clock_inputs
set_output_delay [expr $clk_period * $clk_io_pct] -clock clk0 [all_outputs]
```
==> results.toml <==
# flow metrics
[place]
finalWeightedCongestion = 0.929
dp_hpwl_um = 590000
port_buffers = 42
place_ws_ns = 13.44

[clock_tree]
post-cts-setup-buffer-count = 0
ctsResizeCount = 0
clk_path_buf_depth = 4
cts_hold_buf = 0
root_buffer = "clkbuf_16"
tritoncts.num_buffers = 799
cts.reportedPaths.clkPinSlew_ns = 0.07
tritoncts = "built"
cts.htree.levels = 6
numClockSinks = 8192

[flow_run]
max-cap-violations = 0
stage_log_warnings = 57

[layout]
largestRegisters = "mem (8192)"
final_layout_top_logic_cell = "edfxtp_1"
area_growth_syn_to_layout_pct = 15.6
layout.cells.most_common_list = "8,192 x edfxtp_1, 1,404 x mux4_2, 1,344 x mux2i_1, 1,150 x buf_4, 804 x clkbuf_16"
top_register = "mem"
final.fill_count = 94800
largest_register_ffs = 8192
final_core_utilization = 0.348
final_layout_size_suffix_gt1_frac = 0.237

[global_routing]
met1_grt_util = 0.186
total_routing_usage_reported_by_global_routing = 0.192
grt_max_degree = 131
vias_in_the_first_global_route = 170000
routing_usage_on_met3 = 0.187
gr-usage-met2 = 0.267
grt_busiest_layer = "met2"
global_route.overflow_total = 0
grt_pass1_wl_um = 1320000
grt_antenna_before_repair = 83

[final_timing]
max_freq_mhz = 40.5
final_hold_viol_count = 0
period_used_share = 0.647
slew_headroom = 0.00756
fin_crit_ns = 24.66
unrepaired_setup_endpoints_after_global_routing = "no"
worst-slew-pin-transition_ns = 1.49
totalNegativeSetupSlack_ns = 0
finalSetupViolCount = 0
finalWorstSetupSlack_ns = 13.44
final_max_slew_viol_count = 0

[die]
initCoreUtil = 0.301
core_region_area_um2 = 1040000
floorplan.die_area_um2 = 1050000
die_width_um = 1020
core.rowCount = 375
die_y_um = 1020
floorplan.io_pins = 43

[setup_path]
critical_path.endpoint_type = "output pin"
crit_buf_inv = 12
critical_path_required_ns = 30.48
timing.critical_path.slowest_cell_delay_ns = 1.00
critical_path_arrival_ns = 17.04
critical_path_cell_list = "buf_16 -> buf_4 -> buf_4 -> buf_4 -> buf_4 -> buf_4 -> buf_12 -> buf_4 -> mux2i_1 -> o22ai_1 -> nor4_1 -> buf_4 -> o211ai_1 -> o21ai_0 -> buf_4 -> nor4bb_4 -> buf_4 -> nand4_1 -> clkdlybuf4s50_1"
timing.setup.critical_path_class = "in -> out"
crit_path_top_delay_cell = "nor4_1"
worst_path_most_repeated_cell = "buf_4"
critical_path.top_delay_family = "buffers and inverters"
critPathLaunchType = "input pin"
worst-path-max-fanout = 71

[status]
status = "finished clean"

[pwr]
power.density_nw_per_um2 = 51.0
power.switching_w = 0.00401
seq_power_share = 0.536
total_leakage_power_nw = 114
ir_drop_v = 0.0000483
power_frac_clock = 0.417
p_int_w = 0.0145
p_sw_frac = 0.216
comb_power_share = 0.047

[yosys]
enable_flop_cells = 8192
synthArstFlopShare = 0
postSynthRegisterBits = 8192
ys_top_cells_by_area = "edfxtp_1 78%, mux4_2 10%, mux2i_1 4.3%, a22oi_1 0.86%, o22ai_1 0.79%"
postSynthCellCount = 14800
synth.largest_area_cell = "edfxtp_1"
synth-cells-yosys = 14800
postSynthAreaPerCell_um2 = 21.2
yosys_warns = 0
ff_type = "edfxtp_1"
yosys.area.top_type_share = 0.784
synth.cell_area_um2 = 314000
yosys-stat-area_um2 = 314000
synth_cell_types = 70
ys_seq_frac = 0.784

[route]
wl_cell_um = 30.9
drt_iter0_markers = 11700
vias_per_cell = 5.15
firstDrtPassIters = 8
routed_wl_um = 949000
detail-route-antenna-nets = 0
via_count = 158000
route.detailed.drc = 0

[hold_path]
min-delay-path-class = "in -> reg"
==> power by group through the flow <==
stage         combinational [W]  clock, W  sequential (W)
CTS                    0.000862   0.00783         0.00993
global route           0.000911   0.00817         0.00992
finish                 0.000865   0.00773         0.00993
==> worst paths after layout <==
check | startpoint | endpoint | slack, ns | cells past startpoint
worst max-delay path | address[1] | out[9] | 13.44 | 19
worst min-delay path | in[9] | mem[244][9]$_DFFE_PP_ | 6.83 | 1
==> logic make-up (layout without fill, tap and decap cells) <==
family          after synthesis  after routing  synth area share
flops                      8192           8192             0.784
mux                        2764           2764             0.144
compound gates             1614           1614            0.0356
simple gates               1362           1362            0.0209
buf+inv                     889           2701            0.0158
other cells                   0            123                 0
==> area by class of cell <==
class                   count  area [um2]  share of cell area
flip-flops and latches   8192      246000               0.678
multi-input cells        5740       64000               0.176
clock buffers             977       20800              0.0572
well taps               13900       17500              0.0481
repair buffers           1221        9700              0.0267
clock inverters           498        4740              0.0130
diodes                    123         308            0.000848
inverters                   5        26.3           0.0000724
==> synthesized netlist by cell type (all sizes together) (4+ instances only) <==
library cell / number
a2111oi: 18
a211oi: 18
a21oi: 196
a221oi: 209
a22o: 72
a22oi: 358
a311oi: 4
a31oi: 127
a32o: 6
a32oi: 26
and2: 5
and3: 44
and3b: 4
and4: 36
and4b: 4
buf: 570
clkbuf: 314
edfxtp: 8192
mux2: 14
mux2i: 1346
mux4: 1404
nand2: 244
nand2b: 8
nand3: 109
nand3b: 4
nand4: 60
nand4b: 8
nor2: 586
nor2b: 24
nor3: 48
nor3b: 8
nor4: 54
nor4b: 4
nor4bb: 4
o2111ai: 7
o211ai: 21
o21a: 8
o21ai: 115
o22ai: 398
or3: 8
or4: 88
==> routing by layer <==
metal  wire (um)  part of all wire
met3      204000              0.21
met1      276000              0.29
met5        3670            0.0039
met2      415000              0.44
met4       50100             0.053
==> metrics by stage <==
stage          area, um2  cells  power, W  hold slack [ns]
3_5_place_dp      337000  29100    0.0110             8.08
6_report          363000  30700    0.0185             6.83
3_3_place_gp      337000  29100    0.0110             8.07
4_1_cts           363000  30600    0.0186             6.81
5_1_grt           363000  30600    0.0190             6.85
2_1_floorplan     314000  14800    0.0105             7.72
Power figures rest on the tool's default switching activity, not on a simulated workload.
